`design/flow/config.mk`:
```
export PLATFORM = sky130hd
export DESIGN_NAME = top
export DESIGN_NICKNAME = top
export VERILOG_FILES = /design/flow/design.v
export SDC_FILE = /design/flow/constraint.sdc
export NUM_CORES = 4
export LEC_CHECK = 1
export CORE_AREA = 10 10 94 94
export DIE_AREA = 0 0 104 104
export SYNTH_HDL_FRONTEND = slang
```
`design/flow/constraint.sdc`:
```
current_design top

set clk_period 3.3
set clk_io_pct 0.2

create_clock -name clk0 -period $clk_period [get_ports {clk}]

set non_clock_inputs [all_inputs -no_clocks]
set_input_delay [expr $clk_period * $clk_io_pct] -clock clk0 $non_clock_inputs
set_output_delay [expr $clk_period * $clk_io_pct] -clock clk0 [all_outputs]
```
`design/flow/design.v`:
```
module div #(
    parameter IN_W = 16,    
    parameter P    = 8      
)(
    input                   clk,    
    input                   start,  
    input  [IN_W - 1:0]     a,      
    input  [IN_W - 1:0]     b,      
    output reg [IN_W + P - 1:0] q,  
    output reg              done    
);
    reg [IN_W + P - 1:0] dividend;    
    reg [IN_W + P - 1:0] quotient;    
    reg [IN_W + P:0]     remainder;   
    reg [$clog2(IN_W + P + 1) - 1:0] count;  
    reg busy;  
    reg [IN_W + P:0] temp;   
    reg [IN_W + P:0] temp1;  
    initial begin
        busy  = 0;
        done  = 0;
        temp  = 0;
        temp1 = 0;
    end
    always @(posedge clk) begin
        if (start && !busy) begin
            dividend  <= (a << P);  
            quotient  <= 0;
            remainder <= 0;
            count     <= IN_W + P + 1;
            busy      <= 1'b1;
            done      <= 1'b0;
        end else if (start && busy) begin
            dividend  <= (dividend << 1'b1);
            if (remainder >= b) begin
                remainder <= {temp[IN_W + P - 1:0], dividend[IN_W + P - 1]};
                quotient  <= {quotient[IN_W + P - 2:0], 1'b1};
            end else begin
                remainder <= {remainder[IN_W + P - 1:0], dividend[IN_W + P - 1]};
                quotient  <= {quotient[IN_W + P - 2:0], 1'b0};
            end
            count <= count - 1;
            if (count == 0) begin
                q    <= quotient;
                busy <= 1'b0;
                done <= 1'b1;
            end
        end
    end
    always @(*) begin
        temp = remainder - b;
    end
endmodule
`timescale 1ns / 1ps
module mul #(
    parameter N         = 16,   
    parameter M         = 16,   
    parameter R         = 8,    
    parameter precision = 16    
) (
    output [precision + N + R - 1:0] out,  
    input  [N - 1:0]                 a,    
    input  [R + precision - 1:0]     b     
);
    assign out = a * b;
endmodule
`timescale 1ns / 1ps
module transform #(
    parameter N         = 8,   
    parameter M         = 8,   
    parameter precision = 16,  
    parameter W_in      = 200, 
    parameter H_in      = 200, 
    parameter CHANNEL   = 1    
)(
    input                  clk,       
    input  [N - 1:0]        x_0,      
    input  [M - 1:0]        y_0,      
    input  [precision - 1:0] a,       
    input  [precision - 1:0] b,       
    input  [1:0]            counter,  
    input  [2:0]            counter1, 
    output [7:0]            v         
);
    parameter x_bit_in = $clog2(W_in) + 1;
    reg [7:0] image [0:W_in * H_in * CHANNEL - 1];
    initial begin
        $readmemh("image.hex", image);
        acc = 0;
    end
    wire [2 * precision - 1:0] one = ({2 * precision{1'b1}});
    wire [N - 1:0] x1 = (x_0 == W_in - 1) ? x_0 - 1 : x_0 + 1;
    wire [N - 1:0] y1 = (y_0 == H_in - 1) ? y_0 - 1 : y_0 + 1;
    wire [M + x_bit_in - 1:0] addr0;
    wire [M + x_bit_in - 1:0] addr2;
    mul #(
        .N(M),
        .R(x_bit_in),
        .precision(0)
    ) mul1 (
        .out(addr0),
        .a(y_0),
        .b(W_in)
    );
    mul #(
        .N(M),
        .R(x_bit_in),
        .precision(0)
    ) mul2 (
        .out(addr2),
        .a(y1),
        .b(W_in)
    );
    wire [7:0] p00 = image[(addr0 + x_0) * CHANNEL + counter];
    wire [7:0] p10 = image[(addr0 + x1) * CHANNEL + counter];
    wire [7:0] p01 = image[(addr2 + x_0) * CHANNEL + counter];
    wire [7:0] p11 = image[(addr2 + x1) * CHANNEL + counter];
    wire [2 * precision - 1:0] a_ex = a << precision;
    wire [2 * precision - 1:0] b_ex = b << precision;
    wire [2 * precision - 1:0] ab;
    mul #(
        .N(precision),
        .R(precision),
        .precision(0)
    ) mul3 (
        .out(ab),
        .a(a),
        .b(b)
    );
    wire [7:0] p;
    wire [2 * precision - 1:0] weight;
    wire [2 * precision + 7:0] temp;
    assign p = (counter1 == 0) ? p00 :
               (counter1 == 1) ? p01 :
               (counter1 == 2) ? p10 :
               (counter1 == 3) ? p11 :
               p00;
    assign weight = (counter1 == 0) ? (one - a_ex - b_ex + ab) :
                    (counter1 == 1) ? (b_ex - ab) :
                    (counter1 == 2) ? (a_ex - ab) :
                    (counter1 == 3) ? ab :
                    ab;
    mul #(
        .N(2 * precision),
        .R(8),
        .precision(0)
    ) mul4 (
        .out(temp),
        .a(weight),
        .b(p)
    );
    reg [2 * precision + 7:0] acc;
    always @(posedge clk) begin
        if (counter1 > 0) acc <= acc + temp;
        if (counter1 == 0) acc <= temp;
    end
    assign v =
        (acc + temp + (1 << (2 * precision - 1)))
        >> (2 * precision);
endmodule
`timescale 1ns / 1ps
module top #(
    parameter H_in    = 2,    
    parameter W_in    = 2,    
    parameter H_out   = 4,    
    parameter W_out   = 4,    
    parameter CHANNEL = 1     
) (
    input  clk,               
    input  rst,               
    output complete           
);
parameter x_bit_in  = $clog2(W_in) + 1;    
parameter y_bit_in  = $clog2(H_in) + 1;    
parameter x_bit_out = $clog2(W_out) + 1;   
parameter y_bit_out = $clog2(H_out) + 1;   
parameter precision = 8;                   
parameter DIV = 2'b01;  
parameter MAP = 2'b10;  
reg [1:0] state, next_state;  
reg [1:0] counter;            
reg [1:0] counter1;           
wire en1, en2;  
reg [7:0] res [0:W_out * H_out * CHANNEL - 1];  
reg com, start;  
wire [precision + x_bit_in - 1:0] r_W;  
wire [precision + y_bit_in - 1:0] r_H;  
div #(.IN_W(x_bit_out + x_bit_in), .P(precision)) div1 (
    .q(r_W),
    .done(en1),
    .a(W_in),
    .b(W_out),
    .clk(clk),
    .start(start)
);
div #(.IN_W(y_bit_out + y_bit_in), .P(precision)) div2 (
    .q(r_H),
    .done(en2),
    .a(H_in),
    .b(H_out),
    .clk(clk),
    .start(start)
);
wire [x_bit_in + precision - 1:0] x_in;
wire [y_bit_in + precision - 1:0] y_in;
reg [x_bit_out - 1:0] x_out;
reg [y_bit_out - 1:0] y_out;
wire [x_bit_in - 1:0] x_0;
wire [y_bit_in - 1:0] y_0;
wire [precision - 1:0] a;
wire [precision - 1:0] b;  
wire [7:0] value;
assign a = x_in[precision - 1:0];
assign b = y_in[precision - 1:0];
assign x_0 = x_in[x_bit_in + precision - 1:precision];
assign y_0 = y_in[y_bit_in + precision - 1:precision];
assign complete = com;
mul #(.N(x_bit_out), .M(x_bit_in), .R(x_bit_in), .precision(precision)) m1 (
    x_in,
    x_out,
    r_W
);
mul #(.N(y_bit_out), .M(y_bit_in), .R(y_bit_in), .precision(precision)) m2 (
    y_in,
    y_out,
    r_H
);
transform #(
    .precision(precision),
    .W_in(W_in),
    .H_in(H_in),
    .N(x_bit_in),
    .M(y_bit_in),
    .CHANNEL(CHANNEL)
) t1 (
    clk,
    x_0,
    y_0,
    a,
    b,
    counter,
    counter1,
    value
);
initial begin
    next_state = DIV;  
    state      = DIV;
    x_out      = 0;
    y_out      = 0;
    com        = 0;
    counter    = 0;
    counter1   = 0;
    wait (com);  
    $writememh("res.hex", res);  
end
always @(posedge clk) begin
    if (rst) begin
        state    <= DIV;
        counter  <= 0;
        counter1 <= 0;
        x_out    <= 0;
        y_out    <= 0;
        com      <= 0;
    end else begin
        state <= next_state;
        if (state == DIV) begin
            counter1 <= 0;
        end
        if (!com && state == MAP) begin
            if (counter1 == 3) begin  
                counter1 <= 0;
                if (counter == CHANNEL - 1) begin  
                    counter <= 0;
                    if (x_out == W_out - 1) begin  
                        x_out <= 0;
                        y_out <= y_out + 1;  
                    end else begin
                        x_out <= x_out + 1;  
                    end
                end else begin
                    counter <= counter + 1;  
                end
            end else begin
                counter1 <= counter1 + 1;  
            end
            if (x_out == W_out - 1 && y_out == H_out - 1 && counter == CHANNEL - 1 && counter1 == 3) begin
                com <= 1;  
            end
        end
    end
end
always @(*) begin
    if (rst) begin
        next_state = DIV;
        start      = 0;
    end else if (state == DIV && en1 && en2) begin
        next_state = MAP;
        start      = 0;
    end else if (state == DIV) begin
        start = 1;  
    end else if (state == MAP && counter1 == 3) begin
        res[((y_out * W_out + x_out) * CHANNEL) + counter] = value;
    end
end
endmodule
```
`design/flow/run.sh`:
```
#!/bin/bash
# OpenROAD 26Q1-2900-gdf79404cd8, Yosys 0.63+post, stock flow scripts
make -C /OpenROAD-flow-scripts/flow DESIGN_CONFIG=/design/flow/config.mk WORK_HOME=/design/flow/orfs finish
```
==> GITHUB_STEP_SUMMARY <==
## Synthesis and layout report

| Metric | Value |
|---|---|
| Setup repair after global routing missed its margin | no |
| Max-slew headroom at the worst pin | 56.40% |
| Power Total | 790.0 uW |
| Required time at the worst-slack endpoint | 2.64 ns |
| Flops & latches, synth | 28 |
| Number of cells produced by synthesis | 129 |
| Yosys warning tally | 0 |
| RePlAce Congestion | 0.7222 |
| Fill count | 760 |
| Cells taking the most area after synthesis | dfxtp_1 41%, ha_1 10%, mux2i_1 4.1%, nor2_1 4.0%, inv_1 3.4% |
| Post-detailed-route wirelength per cell | about 7.6 um |
| Post-CTS sizing | 0 |
| CP delay by family, top | buffers and inverters |
| Internal power | 546.5 uW |
| Global-route wire length before repair | 2953 um |
| Core ar. | 6832 sq um |
| Maximum number of pins on one net before global-route repair | 23 |
| Port Buf Inserts | 2 |
| Number of enable flip-flop cells | 0 |
| Cell Area, Synth | between 1000 and 1500 sq um |
| Endpoints left unconstrained | 3 |
| Seq pwr share | 57.3% |
| Max frequency | roughly 530 MHz |
| Critical-path maximum fanout | 7 |
| Combinational fraction of design power | between 20% and 30% |
| Clk network pwr share | 22.5% |
| Net load switching power | 243.5 uW |
| Signal arrival time at the worst endpoint | roughly 1.2 ns |
| Number of slew-limit violations in the final report | 0 |
| Overflow left after global routing | 0 |
| HPWL Detailed | 1236 um |
| Worst path buffer plus inverter count | 1 |
| Antenna viol nets, final | 0 |
| CP Launch Type | register |
| Total Neg Setup Slack | 0 ns |
| Number of failing hold endpoints at the final stage | 0 |
| Setup clock skew after layout | about 0.0030 ns |
| Final setup fails | 0 |
| Cell total in the yosys stat output | ~130 |
| TritonCTS Buffers | 3 |
| MaxCap Viol Count | 0 |
| Category of the worst setup path capture point | output pin |
| Final standard cell utilization of the core | 20.29% |
| DIE WIDTH | 104 um |
| Cell at the root of the clock tree | clkbuf_8 |
| Chip height | ~100 um |
| Worst Max-Slew Pin Slew | 0.6540 ns |
| Register pins left without a clock | 3 |
| Switching fraction of total power | 30.82% |
| Ratio of cells with drive above 1 in the final layout | between 6 and 7% |
| Kind of critical path | register to output pin |
| OpenROAD warning count | 28 |
| YS chip area | 1222 sq um |
| Top-area cell share | 40.94% |
| I/O pin count | 3 |
| Area leader, netlist | dfxtp_1 |
| Series of cell instances along the critical path | clkdlybuf4s50_1 |
| Min-delay worst type | register to register |
| Number of standard-cell rows in the floorplan | 30 |
| Ratio of total power to cell area | ~570 nW/um^2 |
| DRC violations left | 0 |
| First-pass iteration count of the detailed router | 4 |
| Count of routing violations after the opening detailed-route iteration | 72 |
| Post-Syn Area per Cell | 9.476 sq um |
| Reg clk slew, reported paths | 0.08 ns |
| Area added between synthesis and finish | 13.41% |
| Distinct lib cells used | 37 |
| Cts hold-fix bufs | 0 |
| Clock tree buffer depth | 2 |
| Crit path time final | 1.879 ns |
| Drt total wl | 1721 um |
| Master of the slowest instance on the critical path | clkdlybuf4s50_1 |
| Critical path's largest stage delay | 0.51 ns |
| Number of antenna violations at the first check in global routing | 0 |
| Async set-or-reset flop fraction in the synthesized netlist | 0% |
| Chip Footprint | 10,820 sq um |
| Worst IR drop on VDD | between 150 and 200 uV |
| Pre-placement core utilization | 17.89% |
| Leakage | 0.5534 nW |
| Vias in the first global route | between 700 and 800 |
| Global Route Usage Sum | 2.995% |
| Top_reg_cell synth | dfxtp_1 |
| CTS H-tree depth | 1 |
| Clock network latency to the later pin of the worst-skew pair | 0.26 ns |
| Run status | finished clean |
| Part of the cycle the worst path needs | 56.93% |
| TritonCTS clock tree | built |
| Ant. Diodes | 0 |
| Total vias in the final route | 842 |
| Buffers inserted by post-CTS timing repair | 0 |
| Routed vias/inst | 3.709 |
placed cells by master, fill, tap and decap left out, types with 2 or more instances in the layout:
cell type	instances
a21oi_1	8
a31oi_1	3
and4_1	2
clkbuf_8	3
clkdlybuf4s50_1	2
dfxtp_1	25
dlxtn_1	2
ha_1	10
inv_1	11
mux2_4	2
mux2i_1	5
nand2_1	5
nand3_1	5
nor2_1	13
nor2b_1	4
nor3_1	2
nor4bb_1	2
o211ai_1	2
o21a_1	2
o21ai_0	5
synth_stat cells, types with 2 or more instances:
| master | n |
|---|---|
| nand3_1 | 5 |
| ha_1 | 10 |
| a21oi_1 | 8 |
| a31oi_1 | 3 |
| dlxtn_1 | 2 |
| nor2b_1 | 4 |
| o211ai_1 | 2 |
| mux2i_1 | 5 |
| inv_1 | 11 |
| nand2_1 | 5 |
| and4_1 | 2 |
| nor3_1 | 2 |
| clkbuf_1 | 3 |
| nor4bb_1 | 2 |
| nor2_1 | 13 |
| o21a_1 | 2 |
| o21ai_0 | 5 |
| dfxtp_1 | 25 |
| mux2_4 | 2 |
per-layer routing:
layer	part of all wire (%)	wire length (um)	GRT usage, %
met1	56	958	4.248
met4	2.0	34	0.7952
met5	0	0	0
met2	41	701	4.685
met3	1.5	26	0.3759
logic make-up after synthesis:
logic type,count (synthesis),share of synthesized area [%]
simple gates,41,18.63
flops,25,40.94
latches,3,3.684
mux,7,6.551
buf+inv,16,5.834
fa+ha+maj,10,10.24
compound gates,27,14.13
per-stage QoR:
stage	cells	cell area (sq um)	worst slack [ns]	hold slack, ns
2_1_floorplan	129	1222	1.649	0.4385
3_3_place_gp	223	1340	1.221	0.4493
3_5_place_dp	223	1340	1.182	0.4552
4_1_cts	227	1386	1.395	0.4673
5_1_grt	227	1386	1.328	0.5064
6_report	227	1386	1.421	0.4670
power by group through the flow:
stage	Clock (mW)	Combinational, mW	Sequential, mW
6_report	0.177	0.160	0.452
5_1_grt	0.198	0.191	0.466
4_1_cts	0.186	0.164	0.454
worst paths after layout:
kind | slack [ns] | from | endpoint | cells after the start
setup / recovery | 1.42 | complete | complete | 1
hold / removal | 0.47 | y_out[1] | y_out[1] | 2
setup reg to reg | 1.48 | counter1[0] | y_out[0] | 5
hold reg to reg | 0.47 | y_out[1] | y_out[1] | 2
flip-flops by register name, summed over array words and instances, names as in the netlist, 2 cells and up:
name	flops
y_out	3
next_state	2
counter1	2
div2.count	4
counter	2
x_out	3
div1.count	4
state	2
cell type report:
| cell class | instances | area, sq um | share of cell area, % |
|---|---|---|---|
| Inverter | 11 | 41.29 | 2.978 |
| Tap cell | 96 | 120.1 | 8.664 |
| Multi-Input combinational cell | 85 | 605.6 | 43.68 |
| Clock buffer | 3 | 41.29 | 2.978 |
| Sequential cell | 28 | 545.5 | 39.35 |
| Timing Repair Buffer | 3 | 27.53 | 1.986 |
| Clock inverter | 1 | 5.005 | 0.3610 |
Power and IR drop assume default switching activity.
